==> design.v <==
`timescale 1ns / 1ps
`timescale 1ns / 1ps
module ALU
(
  input  logic [31:0] operand1_i ,
  input  logic [31:0] operand2_i ,
  input  logic [ 3:0] alu_op_i ,
  output logic [31:0] alu_data_o
);
  logic [31:0] add_result ;
  logic [31:0] sub_result ;
  logic [31:0] sll_result ;
  logic [31:0] slt_result ;
  logic [31:0] sltu_result ;
  logic [31:0] srl_result ;
  logic [31:0] sra_result ;
  logic slt_temp ;
  logic sltu_temp ;
  addsub_32b            ALU_ADD (.A( operand1_i ), .B( operand2_i ), .add_sub( 1'b0 ), .S( add_result ));
  addsub_32b            ALU_SUB (.A( operand1_i ), .B( operand2_i ), .add_sub( 1'b1 ), .S( sub_result ), .carry_o( sltu_temp ));
  shift_left_32b        ALU_SLL (.in( operand1_i ), .shamt( operand2_i[4:0] ), .out( sll_result ));
  shift_right_32b       ALU_SRL (.in( operand1_i ), .shamt( operand2_i[4:0] ), .out( srl_result ));
  shift_right_arith_32b ALU_SRA (.in( operand1_i ), .shamt( operand2_i[4:0] ), .out( sra_result ));
  set_less_than         ALU_SLT (.s_in1( operand1_i[31] ), .s_in2( operand2_i[31] ), .s_sub( sub_result[31] ), .slt( slt_temp ));
  assign  slt_result  = { 31'b0,   slt_temp } ;
  assign  sltu_result = { 31'b0, ~sltu_temp } ;
  always@(*)
    begin
        case( alu_op_i )
            4'd0 :  alu_data_o <= add_result ;
            4'd1 :  alu_data_o <= sub_result ;
            4'd2 :  alu_data_o <= sll_result ;
            4'd3 :  alu_data_o <= slt_result ;
            4'd4:  alu_data_o <= sltu_result ;
            4'd5 :  alu_data_o <= operand1_i ^ operand2_i ;
            4'd6 :  alu_data_o <= srl_result ;
            4'd7 :  alu_data_o <= sra_result ;
            4'd8  :  alu_data_o <= operand1_i | operand2_i ;
            4'd9 :  alu_data_o <= operand1_i & operand2_i ;
            4'd10 :  alu_data_o <= {operand2_i[31:12],12'd0} ;
            default:    alu_data_o <= 32'b0;
        endcase
    end
endmodule: ALU
module fulladder
(
  input  logic A, B, Ci,
  output logic S, Co
);
  assign  S  = A ^ B ^ Ci;
  assign  Co = (A & B)|(A & Ci)|( B& Ci);  
endmodule:  fulladder
module addsub_4b
(
  input  logic [3:0] A, B,
  input  logic sel, Cin,
  output logic [3:0] S,
  output logic Co, V
);
  logic [2:0] c;
  logic [3:0] b;
  assign b[0] = B[0]^sel ;  
  assign b[1] = B[1]^sel ;
  assign b[2] = B[2]^sel ;
  assign b[3] = B[3]^sel ;
  fulladder u0( .A( A[0] ), .B( b[0] ), .Ci( Cin  ), .S( S[0] ), .Co( c[0] ));  
  fulladder u1( .A( A[1] ), .B( b[1] ), .Ci( c[0] ), .S( S[1] ), .Co( c[1] ));
  fulladder u2( .A( A[2] ), .B( b[2] ), .Ci( c[1] ), .S( S[2] ), .Co( c[2] ));
  fulladder u3( .A( A[3] ), .B( b[3] ), .Ci( c[2] ), .S( S[3] ), .Co( Co   ));
  assign V = Co ^ c[2] ;  
endmodule: addsub_4b
module addsub_32b 
(
  input  logic [31: 0] A, B,
  input  logic add_sub,
  output logic [31: 0] S,
  output logic V, carry_o
);
  logic [ 7: 0] carry_in ;
  addsub_4b byte_03_00 (.A( A[ 3: 0] ), .B( B[ 3: 0] ), .sel( add_sub ), .Cin( add_sub     ), .S( S[ 3: 0] ), .Co( carry_in[0] ));
  addsub_4b byte_07_04 (.A( A[ 7: 4] ), .B( B[ 7: 4] ), .sel( add_sub ), .Cin( carry_in[0] ), .S( S[ 7: 4] ), .Co( carry_in[1] ));
  addsub_4b byte_11_08 (.A( A[11: 8] ), .B( B[11: 8] ), .sel( add_sub ), .Cin( carry_in[1] ), .S( S[11: 8] ), .Co( carry_in[2] ));
  addsub_4b byte_15_12 (.A( A[15:12] ), .B( B[15:12] ), .sel( add_sub ), .Cin( carry_in[2] ), .S( S[15:12] ), .Co( carry_in[3] ));
  addsub_4b byte_19_16 (.A( A[19:16] ), .B( B[19:16] ), .sel( add_sub ), .Cin( carry_in[3] ), .S( S[19:16] ), .Co( carry_in[4] ));
  addsub_4b byte_23_20 (.A( A[23:20] ), .B( B[23:20] ), .sel( add_sub ), .Cin( carry_in[4] ), .S( S[23:20] ), .Co( carry_in[5] ));
  addsub_4b byte_27_24 (.A( A[27:24] ), .B( B[27:24] ), .sel( add_sub ), .Cin( carry_in[5] ), .S( S[27:24] ), .Co( carry_in[6] ));
  addsub_4b byte_31_28 (.A( A[31:28] ), .B( B[31:28] ), .sel( add_sub ), .Cin( carry_in[6] ), .S( S[31:28] ), .Co( carry_in[7] ), .V(V));
  assign carry_o = carry_in[7] ;
endmodule: addsub_32b
module set_less_than
(
  input  logic s_in1, s_in2, s_sub,   
  output logic slt
);  
  always_comb begin
    if ( s_in1 != s_in2 ) begin
      slt = s_in1 ;
      end
    else begin
      slt = s_sub ;
      end
  end
endmodule: set_less_than
module BRCOMP
(
  input  logic [31:0]  rs1_data_i,
  input  logic [31:0]  rs2_data_i,
  input  logic  br_unsigned_i,
  output logic  br_less_o,
  output logic  br_equal_o
);
  logic [31:0] sub_result ;
  logic  slt_temp ;
  logic sltu_temp ;
  logic bg_u, sl_u, eq_u;
  addsub_32b BRCOMP_SUB (.A( rs1_data_i ), .B( rs2_data_i ), .add_sub( 1'b1 ), .S( sub_result ), .carry_o( sltu_temp ));
  set_less_than BRCOMP_SLT (.s_in1( rs1_data_i[31] ), .s_in2( rs2_data_i[31] ), .s_sub( sub_result[31] ), .slt( slt_temp ));
  comparator_32b_io BRCOMP_EQ  (.A( rs1_data_i ), .B( rs2_data_i ), .AbgB_i( 1'b0 ), .AslB_i( 1'b0 ), .AeqB_i( 1'b1 ), .AbgB_o( bg_u ), .AslB_o( sl_u ), .AeqB_o( eq_u ));
  assign br_equal_o = eq_u ;  
  always_comb begin: UNSIGN
    if ( br_unsigned_i ) begin
      br_less_o = ~sltu_temp ;  
      end
    else begin
      br_less_o = slt_temp ;
      end
  end  
endmodule: BRCOMP
module comparator_4b(
  input  logic [ 3:0] A, B,
  output logic AbgB, AslB, AeqB
);
  logic [ 3:0] eq;
  assign eq = A ~^ B ;   
  assign AeqB = &eq ;
  assign AbgB = A[3]&(~B[3]) | (eq[3])&A[2]&(~B[2]) | (eq[3])&(eq[2])&A[1]&(~B[1]) | (eq[3])&(eq[2])&(eq[1])&A[0]&(~B[0]) ;
  assign AslB = B[3]&(~A[3]) | (eq[3])&B[2]&(~A[2]) | (eq[3])&(eq[2])&B[1]&(~A[1]) | (eq[3])&(eq[2])&(eq[1])&B[0]&(~A[0]) ;
endmodule: comparator_4b
module comparator_4b_io(
  input  logic [ 3:0] A, B,
  input  logic AbgB_i, AslB_i, AeqB_i,
  output logic AbgB_o, AslB_o, AeqB_o
);
  logic AbgB_temp, AslB_temp, AeqB_temp;
  comparator_4b COMP_noncascade(.A( A ), .B( B ),.AbgB( AbgB_temp ), .AslB( AslB_temp ), .AeqB( AeqB_temp ));
  assign AbgB_o = AbgB_temp | ( AeqB_temp & AbgB_i ) ;  
  assign AeqB_o = AeqB_temp & AeqB_i ;
  assign AslB_o = AslB_temp | ( AeqB_temp & AslB_i ) ;
endmodule: comparator_4b_io 
module comparator_8b_io(
  input  logic [ 7:0] A, B,
  input  logic AbgB_i, AslB_i, AeqB_i,
  output logic AbgB_o, AslB_o, AeqB_o
);
  logic bg_io, sl_io, eq_io; 
  comparator_4b_io HIGH_halfbyte (.A( A[7:4] ), .B( B[7:4] ),
                                  .AbgB_i(  bg_io ), .AslB_i(  sl_io ), .AeqB_i(  eq_io ),
                                  .AbgB_o( AbgB_o ), .AslB_o( AslB_o ), .AeqB_o( AeqB_o ));
  comparator_4b_io  LOW_halfbyte (. A( A[3:0] ), .B( B[3:0] ),
                                  .AbgB_i(  AbgB_i ), .AslB_i(  AslB_i ), .AeqB_i(  AeqB_i ),
                                  .AbgB_o(   bg_io ), .AslB_o(   sl_io ), .AeqB_o(  eq_io ));
endmodule: comparator_8b_io
module comparator_32b_io(
  input  logic [31:0] A, B,
  input  logic AbgB_i, AslB_i, AeqB_i,
  output logic AbgB_o, AslB_o, AeqB_o
);
  logic bg_B0, sl_B0, eq_B0;  
  logic bg_B1, sl_B1, eq_B1; 
  logic bg_B2, sl_B2, eq_B2; 
  comparator_8b_io byte_07_00 (.A( A[ 7: 0] ), .B( B[ 7: 0] ), .AbgB_i(  AbgB_i ), .AslB_i(  AslB_i ), .AeqB_i(  AeqB_i ), .AbgB_o(  bg_B0 ), .AslB_o(  sl_B0 ), .AeqB_o(  eq_B0 ));
  comparator_8b_io byte_15_08 (.A( A[15: 8] ), .B( B[15: 8] ), .AbgB_i(   bg_B0 ), .AslB_i(   sl_B0 ), .AeqB_i(   eq_B0 ), .AbgB_o(  bg_B1 ), .AslB_o(  sl_B1 ), .AeqB_o(  eq_B1 ));
  comparator_8b_io byte_23_16 (.A( A[23:16] ), .B( B[23:16] ), .AbgB_i(   bg_B1 ), .AslB_i(   sl_B1 ), .AeqB_i(   eq_B1 ), .AbgB_o(  bg_B2 ), .AslB_o(  sl_B2 ), .AeqB_o(  eq_B2 ));								 
  comparator_8b_io byte_31_24 (.A( A[31:24] ), .B( B[31:24] ), .AbgB_i(   bg_B2 ), .AslB_i(   sl_B2 ), .AeqB_i(   eq_B2 ), .AbgB_o( AbgB_o ), .AslB_o( AslB_o ), .AeqB_o( AeqB_o ));
endmodule: comparator_32b_io
==> run.sh <==
#!/bin/bash
# OpenROAD 26Q1-2900-gdf79404cd8, Yosys 0.63+post, stock flow scripts
make -C /OpenROAD-flow-scripts/flow DESIGN_CONFIG=/design/flow/config.mk WORK_HOME=/design/flow/orfs finish
==> config.mk <==
export PLATFORM = sky130hd
export DESIGN_NAME = BRCOMP
export DESIGN_NICKNAME = BRCOMP
export VERILOG_FILES = /design/flow/design.v
export SDC_FILE = /design/flow/constraint.sdc
export NUM_CORES = 4
export LEC_CHECK = 1
export CORE_AREA = 10 10 82 82
export DIE_AREA = 0 0 92 92
==> constraint.sdc <==
current_design BRCOMP

set clk_period 8.0
set clk_io_pct 0.2

create_clock -name clk0 -period $clk_period

set non_clock_inputs [all_inputs -no_clocks]
set_input_delay [expr $clk_period * $clk_io_pct] -clock clk0 $non_clock_inputs
set_output_delay [expr $clk_period * $clk_io_pct] -clock clk0 [all_outputs]
==> impl_metrics.env <==
# implementation run metrics
export IMPL_lay_top_count="clkdlybuf4s50_1"
export IMPL_cts_hold_buf=0
export IMPL_hp_class="in2out"
export IMPL_gp_congestion=0.768
export IMPL_nClkBuffers=0
export IMPL_ir_worst_vdd_mv=0.0162
export IMPL_crit_chain="clkdlybuf4s50_1, clkinvlp_4, ha_1, or4_1, o31ai_1, o211a_1, o211ai_1, nand2_1, fa_1, mux2_2, clkdlybuf4s50_1"
export IMPL_antenna_found_initial=0
export IMPL_critPathLaunchType="primary input"
export IMPL_synth_area_per_cell_um2=8.00
export IMPL_drive_gt1_frac=0.0660
export IMPL_drt_iter0_drc=16
export IMPL_fin_setup_tns_ps=0
export IMPL_num_rows=26
export IMPL_fa_ha_area_frac=0.424
export IMPL_hp_start="br_unsigned_i"
export IMPL_wl_per_cell_um=12.7
export IMPL_hold_ws_ps=4260
export IMPL_mux_area_frac=0.0108
export IMPL_design_seq_count=0
export IMPL_fp_util=0.205
export IMPL_yosys_cells=130
export IMPL_timing_fmax_mhz=172
export IMPL_drv_cap=0
export IMPL_drv_slew=0
export IMPL_ant_nets=0
export IMPL_worst_slew_pin_slew_ps=308
export IMPL_slew_headroom=0.793
export IMPL_aoi_share=0.230
export IMPL_die_h_um=92
export IMPL_cp_arrival_ps=4230
export IMPL_final_hold_viol_count=0
export IMPL_fp_coreArea_mm2=0.00507
export IMPL_drtPass1Iterations=4
export IMPL_final_cell_mix="clkdlybuf4s50_1, ha_1, inv_1, nand4_1, nand2b_1"
export IMPL_synth_seq_share=0
export IMPL_area_growth_pct=72.9
export IMPL_track_usage=0.0796
export IMPL_ys_sh_xor=0
export IMPL_synth_area_mm2=0.00104
export IMPL_warnings=35
export IMPL_num_antenna_cells=0
export IMPL_synthTopLogicFamily="adder cells"
export IMPL_crit_path_max_incr_delay_ps=520
export IMPL_layout_area_seq_um2=0
export IMPL_post_route_drc_count=0
export IMPL_grt_overflow_total=0
export IMPL_crit_required_ps=6400
export IMPL_vias=1138
export IMPL_min_to="br_less_o"
export IMPL_path_common_cell="clkdlybuf4s50_1"
export IMPL_setup_viol_count_final=0
export IMPL_period_minus_slack_ps=5830
export IMPL_fillerInstances=546
export IMPL_leakagePower_uw=0.000820
export IMPL_vias_per_cell=4.26
export IMPL_crit_type="in2out"
export IMPL_grt_pass1_wl_um=5590
export IMPL_num_io_pins=67
export IMPL_period_used=0.729
export IMPL_endpoint_kind="output port"
export IMPL_rsz0062_at_grt="no"
export IMPL_grt_max_degree=4
export IMPL_ys_area_mm2=0.00104
export IMPL_chipArea_mm2=0.00846
export IMPL_portBuffers=67
export IMPL_yosys_cell_types_count=34
export IMPL_fp_dieW_um=92
export IMPL_worstPathMaxFanout=3
export IMPL_ctsResizeCount=0
export IMPL_post_cts_buffers=0
export IMPL_power_density_mw_per_mm2=45.1
export IMPL_status="complete, no violations"
export IMPL_grt_pass1_vias=1272
export IMPL_hpwl_um=3280
export IMPL_synth_warnings=2
export IMPL_totalWireLength_um=3390
export IMPL_synth_simple_area_share=0.213
export IMPL_holdPathStages=3
export IMPL_synthCells=130
export IMPL_crit_slowest_cell="or4_1"
[layer usage]
metal / track usage / wire length (um) / vias to the layer above / part of all wire
li1: - / - / 620 / -
met1: 0.0969 / 1400 / 484 / 0.41
met2: 0.144 / 1740 / 34 / 0.51
met3: 0.0222 / 240 / 0 / 0.071
met4: 0 / 0 / 0 / 0
met5: 0 / 0 / - / 0
[layout make-up]
type | count | area, um2 | area share
timing repair buffer | 67 | 671 | 0.373
multi-input combinational | 97 | 912 | 0.507
inverter | 33 | 128 | 0.0710
tap | 70 | 87.6 | 0.0487
[where the power goes]
| group | total [uW] | switching (uW) | internal [uW] |
|---|---|---|---|
| Clock | 0 | 0 | 0 |
| Combinational | 81.0 | 30.8 | 50.3 |
| Sequential | 0 | 0 | 0 |
[worst max-delay path by stage]
stage | startpoint | end | slack (ps) | depth (start not counted)
after global routing | rs1_data_i[0] | br_less_o | 1920 | 11
final | rs2_data_i[8] | br_less_o | 2170 | 11
after CTS | rs1_data_i[0] | br_less_o | 2130 | 11
[through the flow]
stage	area (um2)	util	setup WS, ps	instances	power (uW)
after floorplan	1040	-	3250	130	35.1
after global placement	1800	0.354	2190	267	82.3
after detailed placement	1800	0.354	2140	267	82.3
after CTS	1800	0.354	2130	267	82.9
after global routing	1800	0.354	1920	267	92.3
final	1800	0.354	2170	267	81.0
[worst max-delay path, delay by kind of cell]
| family | cells | cell delay [ps] |
|---|---|---|
| fa+ha+maj | 2 | 380 |
| mux | 1 | 130 |
| buf+inv | 3 | 1070 |
| compound gates | 3 | 400 |
| simple gates | 2 | 650 |
[synth_stat cells, types with 3 or more instances]
library cell,instances,share of area
ha_1,32,0.39
nor3_1,5,0.024
inv_2,5,0.018
a21oi_1,3,0.014
inv_1,26,0.094
nor4_1,3,0.018
nand2b_1,7,0.042
nand4_1,8,0.048
o221ai_1,5,0.042
nor2_1,4,0.014
o211ai_1,4,0.029
or4_1,3,0.022
[logic make-up (layout without fill, tap and decap cells)]
| group | Yosys count | after routing |
|---|---|---|
| compound gates | 26 | 26 |
| fa+ha+maj | 34 | 34 |
| buf+inv | 33 | 100 |
| mux | 1 | 1 |
| simple gates | 36 | 36 |
No activity file was given, so power comes from the tool's default toggle rates.
