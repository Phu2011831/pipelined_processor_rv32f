[design/flow/run.sh]
#!/bin/bash
# OpenROAD 26Q1-2900-gdf79404cd8, Yosys 0.63+post, stock flow scripts
make -C /OpenROAD-flow-scripts/flow DESIGN_CONFIG=/design/flow/config.mk WORK_HOME=/design/flow/orfs finish
[design/flow/config.mk]
export PLATFORM = sky130hd
export DESIGN_NAME = multipliers
export DESIGN_NICKNAME = multipliers
export VERILOG_FILES = /design/flow/design.v
export SDC_FILE = /design/flow/constraint.sdc
export NUM_CORES = 4
export LEC_CHECK = 1
export CORE_UTILIZATION = 30
[design/flow/constraint.sdc]
current_design multipliers

set clk_period 119.4
set clk_io_pct 0.2

create_clock -name clk0 -period $clk_period

set non_clock_inputs [all_inputs -no_clocks]
set_input_delay [expr $clk_period * $clk_io_pct] -clock clk0 $non_clock_inputs
set_output_delay [expr $clk_period * $clk_io_pct] -clock clk0 [all_outputs]
[design/flow/design.v]
`timescale 1ns / 1ps
`timescale 1ns / 1ps
module ALU
(
  input  logic [31:0] operand1_i ,
  input  logic [31:0] operand2_i ,
  input  logic [ 3:0] alu_op_i ,
  output logic [31:0] alu_data_o
);
  logic [31:0] add_result ;
  logic [31:0] sub_result ;
  logic [31:0] sll_result ;
  logic [31:0] slt_result ;
  logic [31:0] sltu_result ;
  logic [31:0] srl_result ;
  logic [31:0] sra_result ;
  logic slt_temp ;
  logic sltu_temp ;
  addsub_32b            ALU_ADD (.A( operand1_i ), .B( operand2_i ), .add_sub( 1'b0 ), .S( add_result ));
  addsub_32b            ALU_SUB (.A( operand1_i ), .B( operand2_i ), .add_sub( 1'b1 ), .S( sub_result ), .carry_o( sltu_temp ));
  shift_left_32b        ALU_SLL (.in( operand1_i ), .shamt( operand2_i[4:0] ), .out( sll_result ));
  shift_right_32b       ALU_SRL (.in( operand1_i ), .shamt( operand2_i[4:0] ), .out( srl_result ));
  shift_right_arith_32b ALU_SRA (.in( operand1_i ), .shamt( operand2_i[4:0] ), .out( sra_result ));
  set_less_than         ALU_SLT (.s_in1( operand1_i[31] ), .s_in2( operand2_i[31] ), .s_sub( sub_result[31] ), .slt( slt_temp ));
  assign  slt_result  = { 31'b0,   slt_temp } ;
  assign  sltu_result = { 31'b0, ~sltu_temp } ;
  always@(*)
    begin
        case( alu_op_i )
            4'd0 :  alu_data_o <= add_result ;
            4'd1 :  alu_data_o <= sub_result ;
            4'd2 :  alu_data_o <= sll_result ;
            4'd3 :  alu_data_o <= slt_result ;
            4'd4:  alu_data_o <= sltu_result ;
            4'd5 :  alu_data_o <= operand1_i ^ operand2_i ;
            4'd6 :  alu_data_o <= srl_result ;
            4'd7 :  alu_data_o <= sra_result ;
            4'd8  :  alu_data_o <= operand1_i | operand2_i ;
            4'd9 :  alu_data_o <= operand1_i & operand2_i ;
            4'd10 :  alu_data_o <= {operand2_i[31:12],12'd0} ;
            default:    alu_data_o <= 32'b0;
        endcase
    end
endmodule: ALU
module fulladder
(
  input  logic A, B, Ci,
  output logic S, Co
);
  assign  S  = A ^ B ^ Ci;
  assign  Co = (A & B)|(A & Ci)|( B& Ci);  
endmodule:  fulladder
module addsub_4b
(
  input  logic [3:0] A, B,
  input  logic sel, Cin,
  output logic [3:0] S,
  output logic Co, V
);
  logic [2:0] c;
  logic [3:0] b;
  assign b[0] = B[0]^sel ;  
  assign b[1] = B[1]^sel ;
  assign b[2] = B[2]^sel ;
  assign b[3] = B[3]^sel ;
  fulladder u0( .A( A[0] ), .B( b[0] ), .Ci( Cin  ), .S( S[0] ), .Co( c[0] ));  
  fulladder u1( .A( A[1] ), .B( b[1] ), .Ci( c[0] ), .S( S[1] ), .Co( c[1] ));
  fulladder u2( .A( A[2] ), .B( b[2] ), .Ci( c[1] ), .S( S[2] ), .Co( c[2] ));
  fulladder u3( .A( A[3] ), .B( b[3] ), .Ci( c[2] ), .S( S[3] ), .Co( Co   ));
  assign V = Co ^ c[2] ;  
endmodule: addsub_4b
module addsub_32b 
(
  input  logic [31: 0] A, B,
  input  logic add_sub,
  output logic [31: 0] S,
  output logic V, carry_o
);
  logic [ 7: 0] carry_in ;
  addsub_4b byte_03_00 (.A( A[ 3: 0] ), .B( B[ 3: 0] ), .sel( add_sub ), .Cin( add_sub     ), .S( S[ 3: 0] ), .Co( carry_in[0] ));
  addsub_4b byte_07_04 (.A( A[ 7: 4] ), .B( B[ 7: 4] ), .sel( add_sub ), .Cin( carry_in[0] ), .S( S[ 7: 4] ), .Co( carry_in[1] ));
  addsub_4b byte_11_08 (.A( A[11: 8] ), .B( B[11: 8] ), .sel( add_sub ), .Cin( carry_in[1] ), .S( S[11: 8] ), .Co( carry_in[2] ));
  addsub_4b byte_15_12 (.A( A[15:12] ), .B( B[15:12] ), .sel( add_sub ), .Cin( carry_in[2] ), .S( S[15:12] ), .Co( carry_in[3] ));
  addsub_4b byte_19_16 (.A( A[19:16] ), .B( B[19:16] ), .sel( add_sub ), .Cin( carry_in[3] ), .S( S[19:16] ), .Co( carry_in[4] ));
  addsub_4b byte_23_20 (.A( A[23:20] ), .B( B[23:20] ), .sel( add_sub ), .Cin( carry_in[4] ), .S( S[23:20] ), .Co( carry_in[5] ));
  addsub_4b byte_27_24 (.A( A[27:24] ), .B( B[27:24] ), .sel( add_sub ), .Cin( carry_in[5] ), .S( S[27:24] ), .Co( carry_in[6] ));
  addsub_4b byte_31_28 (.A( A[31:28] ), .B( B[31:28] ), .sel( add_sub ), .Cin( carry_in[6] ), .S( S[31:28] ), .Co( carry_in[7] ), .V(V));
  assign carry_o = carry_in[7] ;
endmodule: addsub_32b
module set_less_than
(
  input  logic s_in1, s_in2, s_sub,   
  output logic slt
);  
  always_comb begin
    if ( s_in1 != s_in2 ) begin
      slt = s_in1 ;
      end
    else begin
      slt = s_sub ;
      end
  end
endmodule: set_less_than
module multipliers (
  input  logic [31:0] operand_a, operand_b,
  output logic [63:0] P
  );
  logic [31:0][31:0] sum_io;
  logic [31:0] carry_io;
  logic [31:0][31:0] ab_iA;
  logic [31:0][31:0] iB;
  always_comb begin
      integer i;
      for (i = 0; i < 32; i = i + 1) begin
          ab_iA[i] = operand_a & {32{operand_b[i]}};  
      end
      for (i = 1; i < 33; i = i + 1) begin
          iB[i-1] = {{carry_io[i-1]}, {sum_io[i-1][31:1]}};
      end
  end
  assign carry_io[0] = 1'b0;
  assign   sum_io[0] = ab_iA[0];
  addsub_32b  b1  (.A( ab_iA[ 1] ), .B(  iB[ 0] ), .add_sub( 1'b0 ), .S( sum_io[ 1] ), .carry_o( carry_io[ 1] ) );
  addsub_32b  b2  (.A( ab_iA[ 2] ), .B(  iB[ 1] ), .add_sub( 1'b0 ), .S( sum_io[ 2] ), .carry_o( carry_io[ 2] ) );
  addsub_32b  b3  (.A( ab_iA[ 3] ), .B(  iB[ 2] ), .add_sub( 1'b0 ), .S( sum_io[ 3] ), .carry_o( carry_io[ 3] ) );
  addsub_32b  b4  (.A( ab_iA[ 4] ), .B(  iB[ 3] ), .add_sub( 1'b0 ), .S( sum_io[ 4] ), .carry_o( carry_io[ 4] ) );
  addsub_32b  b5  (.A( ab_iA[ 5] ), .B(  iB[ 4] ), .add_sub( 1'b0 ), .S( sum_io[ 5] ), .carry_o( carry_io[ 5] ) );
  addsub_32b  b6  (.A( ab_iA[ 6] ), .B(  iB[ 5] ), .add_sub( 1'b0 ), .S( sum_io[ 6] ), .carry_o( carry_io[ 6] ) );
  addsub_32b  b7  (.A( ab_iA[ 7] ), .B(  iB[ 6] ), .add_sub( 1'b0 ), .S( sum_io[ 7] ), .carry_o( carry_io[ 7] ) );
  addsub_32b  b8  (.A( ab_iA[ 8] ), .B(  iB[ 7] ), .add_sub( 1'b0 ), .S( sum_io[ 8] ), .carry_o( carry_io[ 8] ) );
  addsub_32b  b9  (.A( ab_iA[ 9] ), .B(  iB[ 8] ), .add_sub( 1'b0 ), .S( sum_io[ 9] ), .carry_o( carry_io[ 9] ) );
  addsub_32b  b10 (.A( ab_iA[10] ), .B(  iB[ 9] ), .add_sub( 1'b0 ), .S( sum_io[10] ), .carry_o( carry_io[10] ) );
  addsub_32b  b11 (.A( ab_iA[11] ), .B(  iB[10] ), .add_sub( 1'b0 ), .S( sum_io[11] ), .carry_o( carry_io[11] ) );
  addsub_32b  b12 (.A( ab_iA[12] ), .B(  iB[11] ), .add_sub( 1'b0 ), .S( sum_io[12] ), .carry_o( carry_io[12] ) );
  addsub_32b  b13 (.A( ab_iA[13] ), .B(  iB[12] ), .add_sub( 1'b0 ), .S( sum_io[13] ), .carry_o( carry_io[13] ) );
  addsub_32b  b14 (.A( ab_iA[14] ), .B(  iB[13] ), .add_sub( 1'b0 ), .S( sum_io[14] ), .carry_o( carry_io[14] ) );
  addsub_32b  b15 (.A( ab_iA[15] ), .B(  iB[14] ), .add_sub( 1'b0 ), .S( sum_io[15] ), .carry_o( carry_io[15] ) );
  addsub_32b  b16 (.A( ab_iA[16] ), .B(  iB[15] ), .add_sub( 1'b0 ), .S( sum_io[16] ), .carry_o( carry_io[16] ) );
  addsub_32b  b17 (.A( ab_iA[17] ), .B(  iB[16] ), .add_sub( 1'b0 ), .S( sum_io[17] ), .carry_o( carry_io[17] ) );
  addsub_32b  b18 (.A( ab_iA[18] ), .B(  iB[17] ), .add_sub( 1'b0 ), .S( sum_io[18] ), .carry_o( carry_io[18] ) );
  addsub_32b  b19 (.A( ab_iA[19] ), .B(  iB[18] ), .add_sub( 1'b0 ), .S( sum_io[19] ), .carry_o( carry_io[19] ) );
  addsub_32b  b20 (.A( ab_iA[20] ), .B(  iB[19] ), .add_sub( 1'b0 ), .S( sum_io[20] ), .carry_o( carry_io[20] ) );
  addsub_32b  b21 (.A( ab_iA[21] ), .B(  iB[20] ), .add_sub( 1'b0 ), .S( sum_io[21] ), .carry_o( carry_io[21] ) );
  addsub_32b  b22 (.A( ab_iA[22] ), .B(  iB[21] ), .add_sub( 1'b0 ), .S( sum_io[22] ), .carry_o( carry_io[22] ) );
  addsub_32b  b23 (.A( ab_iA[23] ), .B(  iB[22] ), .add_sub( 1'b0 ), .S( sum_io[23] ), .carry_o( carry_io[23] ) );
  addsub_32b  b24 (.A( ab_iA[24] ), .B(  iB[23] ), .add_sub( 1'b0 ), .S( sum_io[24] ), .carry_o( carry_io[24] ) );
  addsub_32b  b25 (.A( ab_iA[25] ), .B(  iB[24] ), .add_sub( 1'b0 ), .S( sum_io[25] ), .carry_o( carry_io[25] ) );
  addsub_32b  b26 (.A( ab_iA[26] ), .B(  iB[25] ), .add_sub( 1'b0 ), .S( sum_io[26] ), .carry_o( carry_io[26] ) );
  addsub_32b  b27 (.A( ab_iA[27] ), .B(  iB[26] ), .add_sub( 1'b0 ), .S( sum_io[27] ), .carry_o( carry_io[27] ) );
  addsub_32b  b28 (.A( ab_iA[28] ), .B(  iB[27] ), .add_sub( 1'b0 ), .S( sum_io[28] ), .carry_o( carry_io[28] ) );
  addsub_32b  b29 (.A( ab_iA[29] ), .B(  iB[28] ), .add_sub( 1'b0 ), .S( sum_io[29] ), .carry_o( carry_io[29] ) );
  addsub_32b  b30 (.A( ab_iA[30] ), .B(  iB[29] ), .add_sub( 1'b0 ), .S( sum_io[30] ), .carry_o( carry_io[30] ) );
  addsub_32b  b31 (.A( ab_iA[31] ), .B(  iB[30] ), .add_sub( 1'b0 ), .S( sum_io[31] ), .carry_o( carry_io[31] ) );
  always_comb begin
      integer i;
      for (i =  0; i < 31; i = i + 1) begin
           P[i] = sum_io[i][0];
      end
      for (i = 31; i < 63; i = i + 1) begin
           P[i] = sum_io[31][i-31];
      end
      P[63] = carry_io[31];
  end
endmodule: multipliers
==> flow_summary.ini <==
; yosys + openroad results
[drt]
initialDrtViolationCount = 148
ant_nets = 0
wirelength_um = 37500
first_pass_iters = 4
diodes = 0
drc = 0
wl_per_cell_um = 10.7
route.vias.total = 15000
viasPerCell = 4.26

[final_timing]
relSlewSlack_pct = 77.3
whs_ps = 49000
min_period_over_period_pct = 76.8
fmax_ghz = 0.0109
setup_viol = 0
worst_slew_pin_slew_ps = 341
setup_slack_ps = 27690
tns_ps = 0
period_needed_ps = 91710
rsz0062_at_grt = false
hold_viol = 0
finalMaxSlewViolations = 0

[yosys]
post-synth-top-count-cell = fa_1
top_cell_area_share_pct = 69.4
syn_area_um2 = 27700
ys_area_um2 = 27700
yosys.area.top_type = fa_1
yosys.stat.seqShare_pct = 0
yosysWarnings = 1
synth_cell_types = 8
postSynthAreaPerCell_um2 = 11.6
syn_inst = 2395
ys_cells = 2395
topCellsByArea = fa_1, and2_1, clkbuf_2
top_cells_by_count = fa_1, and2_1, inv_1, clkbuf_2, nand2_1

[setup_path]
cpMostUsedCell = fa_1
cpPeakStageDelay_ps = 580
cp_max_fo = 32
cp-start-kind = input port
crit_type = input port to output port
arrival_ps = 67830
worstPathRequired_ps = 95520
end_kind = output port
critPathSlowestCell = fa_1

[placement]
portBuffers = 128
place_area_um2 = 29500
gp_congestion = 0.773
dp.cells = 3518
preCtsSetupSlack_ps = 27170
place_hpwl_um = 37200

[global_route]
met1_usage_pct = 15.0
antenna_found_initial = 0
grtUsageMet3_pct = 1.40
track_usage_pct = 10.4
grt.overflow.total = 0
grt.met2_usage_pct = 18.5
grt_max_degree = 33
first_global_vias = 18600
gr-max-usage-layer = met2
grt_pass1_wl_um = 81700

[min_path]
min_from = operand_a[0]
holdPathEnd = P[0]
hold_path_class = input port to output port
whs_path_depth = 4

[layout]
ff_count = 0
clkbuf_count = 0
utilization_pct = 32.2
finalNonFillerCells = 3518
drive_gt1_share_pct = 2.74
area_growth_pct = 6.53
finalInstanceArea_um2 = 29500
flop_area_um2 = 0

[floorplanning]
fp-row-count = 111
fp_util_pct = 30.2
core-area_um2 = 91500
die_y_um = 306
ios = 128
die_area_um2 = 93500
die_x_um = 306

[outcome]
outcome = finished clean

[cts]
post_cts_resized = 0
post-cts-setup-buffers = 0
cts_hold_buf = 0

[run]
warnings = 32
drv_cap = 0
-- cells by family after synthesis --
logic type               after synthesis  share of synthesized area, %
AND/OR/NAND/NOR                     1024                          22.2
buffers and inverters                379                          6.88
adder cells (fa/ha/maj)              992                          70.9
-- worst max-delay path, delay by kind of cell --
| kind | cells | cell delay (ps) |
|---|---|---|
| buffers and inverters | 9 | 1540 |
| AND/OR/NAND/NOR | 1 | 180 |
| adder cells (fa/ha/maj) | 92 | 42180 |
-- routing by layer --
metal  share of wire (%)  vias to the layer above
li1                    -                     6722
met1                  42                     8172
met2                  55                       89
met3                 3.0                        0
met4                   0                        0
met5                   0                        -
-- worst max path at each step --
stage / from / to / slack (ps) / depth (start not counted)
after CTS: operand_b[1] / P[62] / 27170 / 102
after global routing: operand_b[1] / P[62] / 25500 / 102
final: operand_b[1] / P[62] / 27690 / 102
-- layout make-up --
cell class | instances | area (um^2)
tap | 1186 | 1480
inverter | 124 | 465
fill | 9124 | 62000
timing repair buffer | 192 | 1760
multi-input combinational | 2016 | 25800
-- placed cells by master (no fill, tap or decap) --
| cell type | instances |
|---|---|
| inv_1 | 124 |
| ha_1 | 32 |
| clkdlybuf4s50_1 | 128 |
| and2_1 | 924 |
| nand2_1 | 100 |
| fa_1 | 960 |
| buf_4 | 64 |
